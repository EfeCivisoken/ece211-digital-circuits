==> flow/run.sh <==
#!/bin/bash
# OpenROAD 26Q1-2900-gdf79404cd8, Yosys 0.63+post, stock flow scripts
make -C /OpenROAD-flow-scripts/flow DESIGN_CONFIG=/design/flow/config.mk WORK_HOME=/design/flow/orfs finish
==> flow/config.mk <==
export PLATFORM = sky130hd
export DESIGN_NAME = lab04_top
export DESIGN_NICKNAME = lab04_top
export VERILOG_FILES = /design/flow/design.v
export SDC_FILE = /design/flow/constraint.sdc
export NUM_CORES = 4
export LEC_CHECK = 1
export CORE_AREA = 10 10 105 105
export DIE_AREA = 0 0 115 115
==> flow/constraint.sdc <==
current_design lab04_top

set clk_period 2.8
set clk_io_pct 0.2

create_clock -name clk0 -period $clk_period [get_ports {clk}]

set non_clock_inputs [all_inputs -no_clocks]
set_input_delay [expr $clk_period * $clk_io_pct] -clock clk0 $non_clock_inputs
set_output_delay [expr $clk_period * $clk_io_pct] -clock clk0 [all_outputs]
==> flow/design.v <==
module adv_seven_seg_n(
		 input logic [3:0]  data,
		 output logic [6:0] segs_n   
		 );
   always_comb
     case (data)   
       4'd0:  segs_n = 7'b1000000;
       4'd1:  segs_n = 7'b1111001;
       4'd2:  segs_n = 7'b0100100;
       4'd3:  segs_n = 7'b0110000;
       4'd4:  segs_n = 7'b0011001;
       4'd5:  segs_n = 7'b0010010;
       4'd6:  segs_n = 7'b0000010;
       4'd7:  segs_n = 7'b1111000;
       4'd8:  segs_n = 7'b0000000;
       4'd9:  segs_n = 7'b0010000;
       default: segs_n = 7'b0111111;
     endcase
endmodule: adv_seven_seg_n
module disp_mux_seven_seg(
        input logic clk,
        input logic reset,
        input logic [3:0] in0,      
        input logic [3:0] in1,      
        input logic [3:0] in2,      
        input logic [3:0] in3,      
        input logic [4:0] seg_dis,  
        output logic [6:0] seg_n,   
        output logic [7:0] an       
    );
    localparam N = 19;  
    logic [N-1:0] q_reg;
    always_ff @(posedge clk)
    begin
        if (reset) q_reg <=0;
        else q_reg <= q_reg + 1;
    end
    logic [6:0] seg0;
    logic [6:0] seg1;
    logic [6:0] seg2;
    logic [6:0] seg3;
    adv_seven_seg_n D0(.data(in0), .segs_n(seg0));
    adv_seven_seg_n D1(.data(in1), .segs_n(seg1));
    adv_seven_seg_n D2(.data(in2), .segs_n(seg2));
    adv_seven_seg_n D3(.data(in3), .segs_n(seg3));
    always_comb
    begin
        case(q_reg[N-1:N-2])
            2'b00: begin
                seg_n = seg0;
                an = 8'b11111110 | seg_dis;
            end
            2'b01: begin
                seg_n = seg1;
                an = 8'b11111101 | seg_dis;
            end
            2'b10: begin
                seg_n = seg2;
                an = 8'b11111011 | seg_dis;
            end
            2'b11: begin
                seg_n = seg3;
                an = 8'b11110111 | seg_dis;
            end
        endcase
    end
endmodule: disp_mux_seven_seg
`timescale 1ns / 1ps
module lab04_top(
        input logic clk,
        input logic [15:0]  SW,
        output logic [15:0] LED,
        output logic [6:0]  SEG,
        output logic [7:0]  AN );
    assign LED[15:0] = SW[15:0];       
logic w1,w2,w3,w4;
logic w5, w6, w7, w8;
logic w9, w10,w11,w12;
postnet_to_binary ptb( .z(SW[0]), .y(SW[1]),.x(SW[2]), .w(SW[3]),.v(SW[4]), .a(w1) ,.b(w2) , .c(w3), .d(w4)  );
postnet_to_binary ptb1( .z(SW[5]), .y(SW[6]),.x(SW[7]), .w(SW[8]),.v(SW[9]), .a(w5) ,.b(w6) , .c(w7), .d(w8)  );
postnet_to_binary ptb2( .z(SW[10]), .y(SW[11]),.x(SW[12]), .w(SW[13]),.v(SW[14]), .a(w9) ,.b(w10) , .c(w11), .d(w12)  );
logic [3:0] B0 = {w1,w2,w3,w4};
logic [3:0] B1 = {w5,w6,w7,w8};
logic [3:0] B2 = {w9,w10,w11,w12};
    disp_mux_seven_seg DISP(.clk(clk), .reset(1'b0), 
        .in0(B0),
        .in1(B1), 
        .in2(B2), 
        .in3(4'b0000), .seg_dis(4'b1000), .seg_n(SEG), .an(AN));
endmodule
`timescale 1ns / 1ps
module postnet_to_binary(
    input logic v,w,x,y,z,
     output logic a,b,c,d);
     or(a, v&~w&~x&y&~z, v&~y&~z&~w&x);
     or(b, ~v&w&x&~y&~z, ~v&w&~x&~y&z, ~v&w&~x&y&~z, v&~w&~x&~y&z);
     or(c, ~v&x,v&~w&~y&z);
     or(d, ~v&y,v&~w&~y );
endmodule
==> flow_metrics.py <==
# Generated from Yosys and OpenROAD reports
metrics = {
    "outcome": {
        "outcome": "finished with violations",
        "violations": "negative setup slack",
    },
    "timing": {
        "fmax_mhz": 356,
        "finalSetupViolCount": 1,
        "worst_slack_ns": -0.00639,
        "finalCriticalPeriod_ns": 2.81,
        "clock_skew_ns": 0.00355,
        "rsz0062_at_grt": "yes",
        "finalMaxSlewViolations": 0,
        "hold_viol": 0,
        "final.period_utilization_pct": 100,
    },
    "logic_synthesis": {
        "ys_chip_area_um2": 1910,
        "synth_top_area_share_pct": 19.9,
        "top_cells_by_area": "dfxtp_1 (20%), ha_1 (12%), buf_4 (8.6%)",
        "ys_warn_count": 3,
        "avgSynthCellArea_um2": 8.10,
        "ys_cells": 236,
        "syn_area_um2": 1910,
        "ys_seq_share_pct": 19.9,
        "syn-instance-count": 236,
        "flop_cell": "dfxtp_1",
        "yosysTopAreaCell": "dfxtp_1",
        "synth_cell_types": 57,
        "edf_count": 0,
        "numSynthFlops": 19,
        "synthArstFlopShare_pct": 0,
    },
    "power_and_ir_drop": {
        "power.density_nw_per_um2": 245,
        "p_leak_nw": 1.31,
        "ir_drop_mv": 0.127,
        "total_power_mw": 0.756,
    },
    "job": {
        "tool_warnings": 39,
        "drv_cap": 0,
    },
    "worst_setup_path": {
        "critPathMaxStageDelay_ns": 0.30,
        "path_class": "in2out",
        "crit_chain": "buf_6 -> buf_6 -> nor2_2 -> mux2_4 -> inv_2 -> buf_4 -> buf_4 -> ha_2 -> a2111oi_4 -> a22oi_2 -> o211ai_1 -> buf_2",
        "arrival_ns": 2.25,
        "crit_fanout": 5,
        "crit_family": "buffers and inverters",
        "cp.depth": 12,
        "start_kind": "input port",
        "end_kind": "primary output",
        "crit_slowest_cell": "a2111oi_4",
        "required_ns": 2.24,
        "crit_buf_inv": 6,
        "rr_worst_depth": 6,
    },
    "global_route": {
        "grt_antenna_before_repair": 0,
        "grt_pass1_vias": 1902,
        "grt_overflow": 0,
        "grt_pass1_wl_um": 8830,
        "grt_usage_pct": 7.74,
        "grt_max_degree": 12,
    },
    "cells_and_area": {
        "drive_gt1_share_pct": 43.0,
        "largest_register_ffs": 19,
        "areaGrowthSynthToFinish_pct": 61.6,
        "seq_area_um2": 380,
        "logic_area_um2": 1560,
        "lay_top_count": "buf_4",
        "layout_top_cells": "buf_4 (54), dfxtp_1 (19), clkdlybuf4s50_1 (18), xnor2_1 (15), buf_6 (15)",
        "fillers": 863,
    },
    "clocking": {
        "hold_buffers": 0,
        "clkTransAtPathRegs_ns": 0.06,
        "clk_path_buf_depth": 2,
        "root_buffer": "clkbuf_8",
        "clock_latency_ns": 0.25,
        "cts.sinks": 19,
        "htreeDepth": 1,
        "cts_made_buffers": 3,
        "cts_tree": "done",
    },
    "floorplanning": {
        "fp_util_pct": 21.8,
        "die.size.y_um": 115,
        "core_area_um2": 8760,
        "dieArea_um2": 13200,
        "die_w_um": 115,
        "boundaryPins": 48,
        "rows": 34,
    },
    "placement": {
        "dpl.hpwl_um": 4060,
        "gp_congestion": 0.886,
        "post-place-ws_ns": -0.955,
        "io_buffers": 40,
    },
    "detailed_routing": {
        "initialDrtViolationCount": 61,
        "drt-total-wl_um": 5450,
        "drc": 0,
        "wl_per_cell_um": 12.7,
        "dr.pass1.iters": 4,
        "vias": 1929,
        "drtAntennaViolNets": 0,
        "via_per_inst": 4.50,
        "antennaDiodeCount": 0,
    },
    "min_path": {
        "min_path_cells": 1,
        "hold_class": "reg2reg",
    },
}
[cell families after synthesis]
kind of cell	after synthesis	share of synthesized area, %
other cells	1	0.196
fa+ha+maj	18	11.8
mux	4	2.23
flops	19	19.9
buf+inv	51	14.8
xor+xnor	23	10.5
simple gates	75	22.4
compound gates	45	18.1
[final timing paths]
path / start / to / slack, ns
max: SW[11] / SEG[4] / -0.006
min: DISP.q_reg[0]$_DFF_P_ / DISP.q_reg[0]$_DFF_P_ / 0.41
max reg2reg: DISP.q_reg[0]$_DFF_P_ / DISP.q_reg[18]$_DFF_P_ / 1.24
min reg2reg: DISP.q_reg[0]$_DFF_P_ / DISP.q_reg[0]$_DFF_P_ / 0.41
[synth_stat cells, types with 5 or more instances]
cell type	n
nor2_1	11
nand2_1	13
nand3_1	11
inv_1	20
xnor2_1	16
nor3b_1	5
nor3_1	6
ha_1	18
buf_2	7
dfxtp_1	19
xor2_1	7
nand2b_1	6
buf_4	22
[what timing repair did]
item | CTS | global route
resized | 121 | 23
hold endpoints to repair | 0 | 0
setup endpoints to repair | 7 | 7
pin swaps | 27 | 19
setup buffers | 13 | 3
[metrics by stage]
step | TNS (ns) | hold slack, ns | std cells | cell area, um2 | utilization (%)
floorplan | 0 | 0.370 | 240 | 1930 | -
global placement | -4.89 | 0.380 | 410 | 2650 | 30.3
detailed placement | -5.07 | 0.387 | 410 | 2650 | 30.3
CTS | -0.0319 | 0.406 | 427 | 3000 | 34.2
global route | -0.308 | 0.440 | 429 | 3090 | 35.2
finish | -0.00639 | 0.406 | 429 | 3090 | 35.2
[final cells by class]
class | instances | share of cell area [%]
Tap cell | 108 | 4.38
Sequential cell | 19 | 12.3
Timing Repair Buffer | 108 | 28.8
Multi-Input combinational cell | 170 | 50.4
Clock buffer | 3 | 1.34
Clock inverter | 1 | 0.162
Inverter | 20 | 2.59
[routing by layer]
layer  GRT usage (%)  wire, um
met5               0         0
met4           0.743        39
met3            1.90       324
met2            12.1      2350
met1            10.9      2740
[report_power, final]
group          switching, mW  total (mW)  internal (mW)  leakage (nW)
Combinational          0.136       0.306          0.170          1.13
Clock                 0.0816       0.180         0.0986        0.0255
Sequential                 0       0.270          0.270         0.153
Power is estimated from default activity; no workload was simulated.
