## flow/run.sh

```bash
#!/bin/bash
# OpenROAD 26Q1-2900-gdf79404cd8, Yosys 0.63+post, stock flow scripts
make -C /OpenROAD-flow-scripts/flow DESIGN_CONFIG=/design/flow/config.mk WORK_HOME=/design/flow/orfs finish
```

## flow/config.mk

```make
export PLATFORM = sky130hd
export DESIGN_NAME = lab03_top
export DESIGN_NICKNAME = lab03_top
export VERILOG_FILES = /design/flow/design.v
export SDC_FILE = /design/flow/constraint.sdc
export NUM_CORES = 4
export LEC_CHECK = 1
export CORE_AREA = 10 10 70 70
export DIE_AREA = 0 0 80 80
```

## flow/constraint.sdc

```tcl
current_design lab03_top

set clk_period 1.0
set clk_io_pct 0.2

create_clock -name clk0 -period $clk_period

set non_clock_inputs [all_inputs -no_clocks]
set_input_delay [expr $clk_period * $clk_io_pct] -clock clk0 $non_clock_inputs
set_output_delay [expr $clk_period * $clk_io_pct] -clock clk0 [all_outputs]
```

## flow/design.v

```verilog
`timescale 1ns / 1ps
module equal_to(input logic a,
                 input logic b,
                 output logic e);
or(e, ~a&~b, a&b);     
endmodule
`timescale 1ns / 1ps
module greater_than(input logic a,
                    input logic b,
                    output logic g);
and(g, a, ~b);     
endmodule
`timescale 1ns / 1ps
module lab03_top(
        input logic  [15:0]  SW,
        output logic [15:0]  LED );
    assign LED[5:0] = SW[5:0];        
    logic gt;
    logic et;
    greater_than instance_gt( .a(SW[1]), .b(SW[0]), .g(gt));
    equal_to instance_et( .a(SW[1]), .b(SW[0]), .e(et));
    assign LED[15] = et;
    assign LED[14] = gt;
     assign LED[13] = et|gt;
    assign LED[12] = ~gt&~et;
     assign LED[11] = et|~gt;
    assign LED[10] = ~et;
     logic gt2;
      logic gt3;
      logic et0;
    logic et1;
    logic et2;
    greater_than instance_gt2n( .a(SW[5]), .b(SW[3]), .g(gt2));
    greater_than instance_gt3m( .a(SW[4]), .b(SW[2]), .g(gt3));
    equal_to instance_et0(.a(SW[4]), .b(SW[2]), .e(et0));
    equal_to instance_et1(.a(SW[5]), .b(SW[3]), .e(et1));
   assign LED[8] = et1&et0;
    assign LED[7] = (~(et1&et0)) & (gt2|gt3) ;
endmodule
```

==> impl_metrics.yaml <==
# implementation run metrics
run_status:
  status: "completed"
detailed_routing:
  insertedDiodeCount: 0
  vias: 180
  ant_nets: 0
  drt_iter0_drc: 0
  wl_per_cell_microns: 6.63
  postRouteWirelength_microns: 550
  drc: 0
  vias_per_cell: 2.17
  drt-pass1-iter-count: 1
hold_path:
  holdPathStages: 2
  min_to: "LED[5]"
  hp-start: "SW[5]"
  min_path_type: "in2out"
final_layout:
  nClkBuffers: 0
  final_layout_size_suffix_gt1_frac: 0.568
  num-fill-cells: 398
  syn_to_final_growth_pct: 138
  final_common_cell: "buf_6"
  final_cell_mix: "buf_6 (7), clkdlybuf4s50_1 (5), ha_4 (4)"
  final_util: 0.132
  regArea_sq_um: 0
  flop-count: 0
  final-comb-area_sq_um: 146
yosys:
  top_cell_area_share: 0.397
  avgSynthCellArea_sq_um: 7.56
  ys_warn_count: 2
  syn_area_sq_um: 189
  synth_cells: 25
  ys_area_sq_um: 189
  ys_top_cells_by_area: "buf_4 (40%), ha_1 (33%), inv_1 (14%), a2bb2oi_2 (7.9%), and2_1 (3.3%)"
  synth_top_cell_by_area: "buf_4"
  yosysSeqAreaShare: 0
  ys_cells: 25
  yosysUniqueCellTypes: 6
final_timing:
  post-route-min-period_ns: 0.983
  hold_violations: 0
  setup_ws_ns: 0.0168
  rsz0062_at_grt: "true"
  max_freq_mhz: 1020
  hold_ws_ns: 0.570
  fin_tns_setup_ns: 0
  slew_viol_final: 0
  period_used_share: 0.983
  setup_viol: 0
place:
  place.gp.congestion: 0.699
  port_buffers: 20
  place_hpwl_microns: 494
  pre_cts_ws_ns: -0.835
critical_path:
  cp.required_ns: 0.80
  crit_type: "in2out"
  endpoint_kind: "output port"
  crit_arrival_ns: 0.78
  startpoint_type: "primary input"
  crit_fanout: 2
power:
  static-leakage-power_nw: 0.196
  peakVddDrop_v: 0.000111
  finalPower_w: 0.000153
  power.density_nw_per_um2: 339
floorplan:
  die_area_sq_um: 6400
  chipWidth_microns: 80
  rows: 21
  core_sq_um: 3420
  fp.dieH_microns: 80
  ios: 32
  fp_util: 0.0553
global_route:
  gr-usage-all-layers: 0.0162
  grt_antenna_before_repair: 0
  grt_pass1_vias: 203
  grt_max_degree: 5
  grt_pass1_wl_microns: 903
  grt-ovfl-total: 0
run:
  maxCapViolCount: 0
  warning_count: 45
clock_network:
  post_cts_buffers: 0
[metrics by stage]
stage	area, sq um	instances
after floorplan	193	26
after global routing	450	83
after global placement	398	85
after detailed placement	398	85
final	450	83
after CTS	422	83
[worst max-delay path by stage]
| stage | slack, ns | cells past startpoint | endpoint | startpoint |
|---|---|---|---|---|
| after CTS | 0.002 | 2 | LED[5] | SW[5] |
| after global routing | -0.0009 | 5 | LED[8] | SW[2] |
| final | 0.02 | 4 | LED[8] | SW[4] |
[per-layer routing]
metal	wire, microns	share of wire	track usage
met1	216	0.39	0.0185
met2	142	0.26	0.0209
met3	191	0.35	0.0182
met4	0	0	0
met5	0	0	0
[worst max-delay path, stage by stage]
cell and delay, ns:
buf_6 0.10, ha_4 0.23, and2_4 0.15, buf_6 0.10
[cell type report]
| cell class | instances | share of cell area |
|---|---|---|
| inverter | 7 | 0.0750 |
| tap | 46 | 0.128 |
| multi-input combinational | 9 | 0.325 |
| timing repair buffer | 21 | 0.472 |
[power by group]
part	total, W	switching [W]	internal [W]
Sequential	0	0	0
Combinational	0.000153	0.0000461	0.000107
Clock	0	0	0
Total	0.000153	0.0000461	0.000107
[cells in the mapped netlist (all sizes together)]
master,count
a2bb2oi,1
and2,1
ha,5
inv,7
buf,10
conb,1
[logic make-up after synthesis]
kind of cell,count (synthesis),share of synthesized area
other,1,0.0198
AND/OR/NAND/NOR,1,0.0331
AND-OR/OR-AND,1,0.0794
adder cells (fa/ha/maj),5,0.331
buffers and inverters,17,0.536
[repair_timing]
item / 4_1_cts / 5_1_grt
setup endpoints to repair: 14 / 6
pin swaps: 4 / 1
cloned: 0 / 0
resized: 55 / 12
hold buffers: 0 / 0
Power is estimated from default activity; no workload was simulated.
